==> flow/config.mk <==
export PLATFORM = sky130hd
export DESIGN_NAME = alu
export DESIGN_NICKNAME = alu
export VERILOG_FILES = /design/flow/design.v
export SDC_FILE = /design/flow/constraint.sdc
export NUM_CORES = 4
export LEC_CHECK = 1
export CORE_UTILIZATION = 40
==> flow/run.sh <==
#!/bin/bash
# OpenROAD 26Q1-2900-gdf79404cd8, Yosys 0.63+post, stock flow scripts
make -C /OpenROAD-flow-scripts/flow DESIGN_CONFIG=/design/flow/config.mk WORK_HOME=/design/flow/orfs finish
==> flow/constraint.sdc <==
current_design alu

set clk_period 29.0
set clk_io_pct 0.2

create_clock -name clk0 -period $clk_period

set non_clock_inputs [all_inputs -no_clocks]
set_input_delay [expr $clk_period * $clk_io_pct] -clock clk0 $non_clock_inputs
set_output_delay [expr $clk_period * $clk_io_pct] -clock clk0 [all_outputs]
==> flow/design.v <==
`timescale 1ns / 1ps
module alu(
    input [31:0] input1,
    input [31:0] input2,
    input [3:0] aluctr,
    output reg [31:0] alures,
    output reg zero
    );
always@(input1 or input2 or aluctr)
begin
   case(aluctr)
	4'b0110:
	begin
	alures=input1-input2;
	 if(alures==0)
	  zero=1;
	  else
	  zero=0;
	end
	4'b0010:
	alures=input1+input2;
	4'b0000:
	alures=input1&input2;
	4'b0001:
	alures=input1|input2;
	4'b0111:
	begin
	  if(input1<input2)
	    alures=1;
	  else
	    alures=0;
	end
	default:
	alures=0;
	endcase
end
endmodule
==> notes.md <==
Synthesis and PnR results.

- The cts-stage hold buffer count is 0.
- The stage delay of the slowest cell on the critical path is 0.67 ns.
- The headroom to the max-slew limit is 0.5038.
- The ratio of routed vias to standard cells reads 5.796.
- Counting pins that exceed their max-slew limit in the final report gives 0.
- The sum of routed wire length over all layers reads 17730 um.
- The count of cells resized by post-cts repair is 0.
- The signal on the critical path passes through clkdlybuf4s50_1 > inv_1 > ha_1 > or4_1 > or3_1 > nor3_1 > a211oi_2 > o31ai_4 > a221oi_2 > o31ai_4 > a2111oi_1 > nor3_1 > o31ai_1 > clkdlybuf4s50_1.
- Total global-route track usage over all layers is 0.2744.
- The worst-case setup margin in the final layout is 13.03 ns.
- The floorplan die height is 115.6 um.
- The library cells used most frequently in the layout, excluding fill and tap cells, are 100 x sky130_fd_sc_hd__inv_1, 100 x sky130_fd_sc_hd__clkdlybuf4s50_1, 97 x sky130_fd_sc_hd__ha_1.
- The minimum clock period reads 15.97 ns.
- The post-layout period usage of the worst path reads 0.5506.
- From synthesis to final layout, the design area changed by 20.90%.
- The weighted congestion at the end of routability-driven global placement is 0.8831.
- The floorplan has 41 rows.
- The number of global-route vias before repair is 5398.
- The total half-perimeter wirelength after legalization and detailed placement reads 14360 um.
- The leakage power figure reads 2.742 nW.
- The worst VDD IR drop from the latest analysis is 8.636 uV.
- The highest clock rate this design can be run at is 0.06263 GHz.
- Summing over every cut layer, the via total after detailed routing is 5848.
- According to the floorplan report, the die width is 115.6 um.
- The count of endpoints without a timing constraint reads 2.
- The most frequently used flop master after synthesis reads sky130_fd_sc_hd__dlxtp_1.
- The number of maximum-capacitance violations recorded for the run is 0.
- The data arrival time at the worst-slack endpoint reads 10.17 ns.
- The placement-stage worst setup slack reads 13.06 ns.
- 101 I/O pins were placed.
- The synthesized area per cell reads 6.660 um2.
- Synthesis produced 775 cells.
- TritonRoute reported its final design rule violation total as 0.
- The endpoint kind of the worst setup timing path reads an output port.
- The maximum fanout encountered on the critical timing path reads 18.
- The cell with the largest stage delay on the worst path reads sky130_fd_sc_hd__ha_1.
- The routed design ends up with an antenna cell count of 0.
- The count of buffers inserted at the top-level ports reads 101.
- After synthesis the cells add up to 0.005161 mm2.
- The total die size reads 0.01336 mm2.
- The initial antenna violation count is 0.
- The post-CTS repair timing setup buffer count reads 0.
- The iteration tally of the first detailed-router pass reads 7.
- STA classifies the critical path startpoint as a primary input.
- The initial cell density of the core reads 0.4090.
- The class of the most critical setup path is primary input to output port.
- The run finished with clean final reports.
- The per-cell routed wire length reads 17.57 um.
- The transition time at the pin with the least slew margin is 0.7425 ns.
- The class of the tightest hold or removal check reads primary input to output port.
- The distinct cell type count of the synthesized netlist is 71.
- The maximum number of pins on one net before global-route repair is 57.
- The data required time at the worst endpoint reads 23.20 ns.
- Counting the warning lines in the Yosys log gives 1.
- The number of flip-flops in the largest register is 1.
- The count of state elements after synthesis reads 1.
- The setup TNS after final layout is 0 ns.
- The initial DRC count reads 397.
- The first global-routing pass estimated 28670 um of wire.
- The share of async-settable or async-resettable flops after synthesis is 0.
- The final antenna-violating net count is 0.
- The number of flops mapped to enable cells by yosys reads 0.
- The share of layout cells above drive strength 1 is 0.03345.
- The residual overflow from global routing reads 0.
- The power per cell area is 19.74 mW/mm2.
- The total core area reads 0.01262 mm2.
- Per the final timing report, the hold violations number 0.
- The number of setup violations in the final report is 0.
- The OpenROAD warning count reads 97.
- The share of the core filled with cells in the final layout is 0.4944.
- The total cell area reported by yosys after synthesis reads 0.005161 mm2.
- The number of register pins that no clock reaches is 1.
- Setup repair after global routing left no endpoint under its margin.
- Per the Yosys statistics, synthesis produced 775 cells.
## where the power goes
part | total [mW] | internal, mW | switching [mW]
logic | 0.123 | 0.0527 | 0.0704
registers | 0.0000229 | 0.0000229 | 0.000000000000230
clock network | 0 | 0 | 0
## routing by layer
metal | part of all wire | GRT usage | wire (um) | vias up
li1 | - | - | - | 2914
met3 | 0.051 | 0.02397 | 908 | 13
met1 | 0.48 | 0.3981 | 8519 | 2748
met2 | 0.46 | 0.4567 | 8122 | 173
met5 | 0 | 0 | 0 | -
met4 | 0.010 | 0.02857 | 181 | 0
## final timing paths
kind / start / to / slack (ns) / cells past startpoint
worst max-delay path: input1[13] / alures[0] / 13.03 / 14
worst min-delay path: aluctr[2] / alures[0] / 12.62 / 5
## cells by family (layout without fill, tap and decap cells)
family,after synthesis,count (layout),share of synthesized area
AND-OR/OR-AND,242,242,0.3355
XOR/XNOR,42,42,0.07127
adder cells (fa/ha/maj),99,99,0.2429
buffers and inverters,146,208,0.1103
latches,1,1,0.002908
multiplexers,10,10,0.01988
AND/OR/NAND/NOR,235,235,0.2172
## metrics by stage
stage | hold slack [ns] | total power [mW] | instance area [um2] | cells
after floorplan | 11.71 | 0.08010 | 5161 | 775
after global placement | 12.65 | 0.1226 | 6240 | 1009
after detailed placement | 12.64 | 0.1216 | 6240 | 1009
after CTS | 12.64 | 0.1226 | 6240 | 1009
after global routing | 12.70 | 0.1361 | 6240 | 1009
final | 12.62 | 0.1232 | 6240 | 1009
## final cells by class
class | instances | area, um2
inverter | 102 | 382.9
sequential | 1 | 15.01
timing repair buffer | 106 | 1044
tap | 172 | 215.2
multi-input combinational | 628 | 4583
fill | 1291 | 6380
## critical path: cells and delay by family
kind,cells,cell delay [ns]
adder cells (fa/ha/maj),1,0.67
AND-OR/OR-AND,6,1.94
AND/OR/NAND/NOR,4,0.70
buffers and inverters,3,1.05
## Yosys cell counts (4+ instances only)
cell | n | area share
sky130_fd_sc_hd__xnor2_1 | 36 | 0.061
sky130_fd_sc_hd__o21ai_0 | 38 | 0.037
sky130_fd_sc_hd__nand4_1 | 7 | 0.0085
sky130_fd_sc_hd__nor4_1 | 13 | 0.016
sky130_fd_sc_hd__buf_2 | 11 | 0.011
sky130_fd_sc_hd__or4_1 | 4 | 0.0058
sky130_fd_sc_hd__a31o_2 | 4 | 0.0068
sky130_fd_sc_hd__o31ai_1 | 11 | 0.016
sky130_fd_sc_hd__nor2_1 | 68 | 0.049
sky130_fd_sc_hd__a2111oi_0 | 7 | 0.012
sky130_fd_sc_hd__a21o_1 | 16 | 0.023
sky130_fd_sc_hd__clkbuf_1 | 26 | 0.019
sky130_fd_sc_hd__mux2i_1 | 8 | 0.016
sky130_fd_sc_hd__a221oi_1 | 6 | 0.010
sky130_fd_sc_hd__buf_1 | 6 | 0.0044
sky130_fd_sc_hd__o221ai_1 | 29 | 0.049
sky130_fd_sc_hd__nand2_1 | 60 | 0.044
sky130_fd_sc_hd__a31oi_1 | 9 | 0.011
sky130_fd_sc_hd__nor2b_1 | 7 | 0.0085
sky130_fd_sc_hd__ha_1 | 97 | 0.24
sky130_fd_sc_hd__o211ai_1 | 4 | 0.0058
sky130_fd_sc_hd__nand2b_1 | 10 | 0.012
sky130_fd_sc_hd__nand3_1 | 15 | 0.015
sky130_fd_sc_hd__a21oi_1 | 59 | 0.057
sky130_fd_sc_hd__and3_1 | 4 | 0.0048
sky130_fd_sc_hd__or2_2 | 5 | 0.0061
sky130_fd_sc_hd__nor3b_1 | 4 | 0.0058
sky130_fd_sc_hd__nor3_1 | 27 | 0.026
sky130_fd_sc_hd__a211oi_1 | 12 | 0.017
sky130_fd_sc_hd__o21bai_1 | 9 | 0.013
sky130_fd_sc_hd__inv_1 | 100 | 0.073
sky130_fd_sc_hd__xor2_1 | 6 | 0.010
No activity file was given, so power comes from the tool's default toggle rates.
