===== /design/flow/config.mk =====
export PLATFORM = sky130hd
export DESIGN_NAME = regFile
export DESIGN_NICKNAME = regFile
export VERILOG_FILES = /design/flow/design.v
export SDC_FILE = /design/flow/constraint.sdc
export NUM_CORES = 4
export LEC_CHECK = 1
export CORE_UTILIZATION = 30

===== /design/flow/constraint.sdc =====
current_design regFile

set clk_period 7.0
set clk_io_pct 0.2

create_clock -name clk0 -period $clk_period [get_ports {clk}]

set non_clock_inputs [all_inputs -no_clocks]
set_input_delay [expr $clk_period * $clk_io_pct] -clock clk0 $non_clock_inputs
set_output_delay [expr $clk_period * $clk_io_pct] -clock clk0 [all_outputs]

===== /design/flow/design.v =====
`timescale 1ns / 1ps
module regFile(
    input clk,
    input reset,
    input [31:0] regWriteData,
    input [4:0] regWriteAddr,
    input regWriteEn,
    output [31:0] RsData,
    output [31:0] RtData,
    input [4:0] RsAddr,
    input [4:0] RtAddr
    );
reg [31:0] regs[0:31];
assign RsData = (RsAddr == 5'b0)?32'b0: regs[RsAddr];
assign RtData = (RtAddr == 5'b0)?32'b0: regs[RtAddr];
integer i;
always@(posedge clk)
begin
   if(!reset)
	    begin
		 if(regWriteEn==1)
		    begin
			 regs[regWriteAddr]=regWriteData;
			 end
		 end
   else
	   begin
		   for(i=0;i<32;i=i+1)
			  regs[i]=32'b0;
	   end
end
endmodule

===== /design/flow/run.sh =====
#!/bin/bash
# OpenROAD 26Q1-2900-gdf79404cd8, Yosys 0.63+post, stock flow scripts
make -C /OpenROAD-flow-scripts/flow DESIGN_CONFIG=/design/flow/config.mk WORK_HOME=/design/flow/orfs finish

==> metrics.cfg <==
[final_layout]
area_growth_syn_to_layout_pct = 13.65
stdcell_count = 8202
drive_gt1_share_pct = 15.53
lay_top_cells = nand2_1 (2072), a21oi_1 (1058), dfxtp_1 (1024)
regArea_sq_um = 20500
logic_area_sq_um = 29080
largest_reg_flops = 1024
final_core_util_pct = 34.41
n_fill_cell = 16981
finalInstanceArea_sq_um = 59160
layout_top_cell = nand2_1

[critical_path]
cp_data_arrival_time_ns = 5.69
crit_type = primary input to output pin
crit_path_end_kind = output pin
start_kind = primary input
crit_fanout = 26
cp.required_ns = 5.60

[detailed_routing]
drtIter0Drc = 4107
firstDrtPassIters = 6
post_drt_wl_per_cell_microns = 25.91
wirelength_microns = 212500
dr_total_vias = 46849
ant_nets = 0
via_per_inst = 5.712
drc = 0

[clocking]
h-tree-depth = 3
cts_sinks = 1024
clockBufferDepth = 3
hold_buffers = 0
clk_pin_slew_worst_paths_ns = 0.06
cts_tree = yes
cts_buffers = 111
cts_setup_buffers = 0
clkLatencyLatePin_ns = 0.72
cts-root-buf = clkbuf_16

[final_timing]
whs_ns = 0.4649
layout_min_cycle_time_ns = 7.094
hold_violations = 0
slew_headroom_pct = 2.350
timing.fmax_mhz = 141.0
final.setup.tns_ns = -0.1530
setup_ws_ns = -0.09443
finalClockSkew_ns = 0
slew_viol_final = 0
finalSetupViolations = 3
finalCritPeriodShare_pct = 101.3
worst_slew_pin_slew_ns = 1.458

[placement]
io_buffers = 113
gp_congestion = 0.9553
dp_cells = 7991
dpl_cell_area_sq_um = 55460
dpl_worst_slack_ns = -0.02970
hpwl_microns = 124200

[run_status]
outcome = complete, but fails checks
violations = negative setup slack

[logic_synthesis]
yosysWarnings = 1
synth_area_sq_um = 52060
ff_type = dfxtp_1
ys_seq_share_pct = 39.38
syn_avg_cell_area_sq_um = 8.716
ys_types = 53
ys_chip_area_sq_um = 52060
syn_inst = 5973
edf_count = 0
ys_cells = 5973
synth-async-reset-ratio_pct = 0
synth_flops = 1024

[global_route]
antenna_found_initial = 9
grt_pass1_vias = 45045
grt_first_pass_wirelength_microns = 307700
grt.overflow.total = 0
grt_max_degree = 148
track_usage_pct = 24.76

[flow_run]
maxCapViolCount = 0
warnings = 32

[power]
powerDensity_nw_per_um2 = 218.4
p_total_mw = 12.92
peakVddDrop_mv = 0.2106
p_leak_nw = 18.78

[die]
rows = 152
ios = 114
die_y_microns = 418.6
fp_util_pct = 30.28
dieArea_sq_um = 175200
core_area_sq_um = 171900
fp.dieW_microns = 418.6

[min_path]
hold_path.class = flip-flop to flip-flop

==> where the power goes <==
group	internal (mW)	total [mW]	leakage (nW)	switching, mW
combinational	0.354	1.12	8.71	0.761
clock	3.43	5.94	1.83	2.51
sequential	5.85	5.87	8.25	0.0175
total	9.63	12.9	18.8	3.29
==> final cells by class <==
type / count / area share [%]
multi-input combinational: 4333 / 49.15
sequential: 1024 / 34.65
clock buffer: 173 / 5.809
timing repair buffer: 324 / 5.082
tap: 2310 / 4.885
clock inverter: 31 / 0.3934
antenna: 6 / 0.02538
inverter: 1 / 0.006345
==> worst paths after layout <==
kind                              startpoint           end  slack, ns  depth (start not counted)
worst max-delay path               RtAddr[3]     RtData[8]      -0.09                          8
worst min-delay path            regs[31][10]  regs[31][10]       0.46                          2
worst max register to register   regs[17][4]   regs[17][4]       6.30                          2
worst min register to register  regs[31][10]  regs[31][10]       0.46                          2
==> kinds of logic (layout without fill, tap and decap cells) <==
group | count (synthesis) | count (layout) | share of synthesized area [%]
multiplexers | 697 | 697 | 23.27
AND/OR/NAND/NOR | 2284 | 2285 | 17.34
other | 0 | 6 | 0
AND-OR/OR-AND | 1351 | 1351 | 14.63
buffers and inverters | 617 | 529 | 5.379
flip-flops | 1024 | 1024 | 39.38
==> worst max-delay path, cell delays in order <==
cell and delay (ns):
clkdlybuf4s50_1 0.77, and2_2 0.95, buf_4 0.44, a22o_1 0.25, a211oi_1 0.12, nor3_1 1.00
buf_4 0.26, clkdlybuf4s50_1 0.48
==> layer usage <==
metal,vias to the layer above,wire length (microns),GRT usage [%]
met5,-,33,0.1945
met4,4,13880,12.85
met3,713,30840,12.95
met2,2855,93020,36.30
met1,22697,74730,29.69
li1,20580,-,-
==> cell usage after synthesis, drive strengths merged (2+ instances only) <==
| cell type | n | share of area [%] |
|---|---|---|
| o22ai | 46 | 0.55 |
| nor3 | 45 | 0.43 |
| nor2b | 44 | 0.53 |
| or3 | 2 | 0.024 |
| nor4 | 16 | 0.20 |
| mux4 | 405 | 18 |
| and3b | 3 | 0.050 |
| a21oi | 1058 | 10 |
| nand3 | 4 | 0.038 |
| a211oi | 52 | 0.75 |
| mux2i | 250 | 4.8 |
| mux2 | 42 | 0.91 |
| a22o | 52 | 0.87 |
| o221ai | 27 | 0.45 |
| nor2 | 35 | 0.34 |
| and2 | 20 | 0.24 |
| nor3b | 3 | 0.043 |
| nor4bb | 2 | 0.038 |
| dfxtp | 1024 | 39 |
| buf | 159 | 2.1 |
| o32ai | 15 | 0.25 |
| a22oi | 66 | 0.95 |
| or3b | 5 | 0.084 |
| nand2b | 2 | 0.024 |
| nand4bb | 2 | 0.043 |
| o21ai | 3 | 0.029 |
| a2111oi | 28 | 0.54 |
| nor4b | 2 | 0.046 |
| nand2 | 2090 | 15 |
| nand3b | 4 | 0.058 |
| clkbuf | 457 | 3.3 |
==> repair_timing <==
| action | 4_1_cts | 5_1_grt |
|---|---|---|
| endpoints found under the setup margin | 1 | 1 |
| endpoints found under the hold margin | 0 | 0 |
| cloned | 1 | 0 |
| resized | 0 | 1 |
No activity file was given, so power comes from the tool's default toggle rates.
